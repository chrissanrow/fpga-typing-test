`flow/design.v`:
```
`timescale 1ns / 1ps
module random_gen(
    input wire clk,
    output reg [3:0] rand_one, 
    output reg [3:0] rand_two,
    output reg [3:0] rand_three,
    output reg [3:0] rand_four
);
    reg [15:0] random = 16'hACE1;
    reg [3:0] count;  
    always @(posedge clk) begin
        random <= {random[14:0], random[15] ^ random[13] ^ random[12] ^ random[10]};
        rand_one <= random[3:0] % 10;
        rand_two <= random[7:4] % 10;
        rand_three <= random[11:8] % 10;
        rand_four <= random[15:12] % 10;
    end
endmodule
```
`flow/run.sh`:
```
#!/bin/bash
# OpenROAD 26Q1-2900-gdf79404cd8, Yosys 0.63+post, stock flow scripts
make -C /OpenROAD-flow-scripts/flow DESIGN_CONFIG=/design/flow/config.mk WORK_HOME=/design/flow/orfs finish
```
`flow/config.mk`:
```
export PLATFORM = sky130hd
export DESIGN_NAME = random_gen
export DESIGN_NICKNAME = random_gen
export VERILOG_FILES = /design/flow/design.v
export SDC_FILE = /design/flow/constraint.sdc
export NUM_CORES = 4
export LEC_CHECK = 1
export CORE_AREA = 10 10 99 99
export DIE_AREA = 0 0 109 109
```
`flow/constraint.sdc`:
```
current_design random_gen

set clk_period 1.5
set clk_io_pct 0.2

create_clock -name clk0 -period $clk_period [get_ports {clk}]

set non_clock_inputs [all_inputs -no_clocks]
set_input_delay [expr $clk_period * $clk_io_pct] -clock clk0 $non_clock_inputs
set_output_delay [expr $clk_period * $clk_io_pct] -clock clk0 [all_outputs]
```
==> reports/qor.yml <==
status:
  status: "finished, final reports clean"
floorplan:
  rows: 32
  core_area_um2: 7730
  die_h_um: 109
  fp.dieW_um: 109
  dieArea_um2: 11900
  fp_util_pct: 11.4
  io_pins: 17
setup_path:
  r2r_cells: 3
  path_depth: 1
  required_ps: 1200
  worst-path-buf-inv: 1
  cpPeakStageDelay_ps: 470
  crit_chain: "clkdlybuf4s50_1"
  critPathSlowestCell: "clkdlybuf4s50_1"
  critical_path.max_fanout: 1
  crit_type: "register to output port"
  crit_arrival_ps: 1080
  cp-end-kind: "output port"
  start_kind: "register"
  critPathTopFamily: "buffers and inverters"
clock_network:
  cts_root_buf: "clkbuf_8"
  h-tree-depth: 2
  clock_latency_ps: 280
  cts_tree: "yes"
  clock-sinks: 32
  cts_buffers: 5
  clock_path_buffers: 2
  cts_hold_buf: 0
  cts_resized: 0
  clkSlewWorstSetupHoldPaths_ps: 70
  post_cts_buffers: 0
detailed_routing:
  antennaDiodeCount: 0
  vias: 502
  drt-wirelength-per-cell_um: 7.55
  top_layer_used: "met4"
  antenna_left: 0
  drtIter0Drc: 34
  met3_length_um: 187
  wl_met2_um: 588
  drt-met1-wl_um: 697
  drcViolationCount: 0
  first_pass_iters: 3
  avgViaCountPerCell: 2.55
  routed_wl_um: 1490
hold_path:
  min_path_cells: 0
  hold_class: "register to register"
timing:
  rsz0062_at_grt: "false"
  setup_viol: 0
  whs_ps: 356
  fmax_mhz: 724
  min_period_ps: 1380
  final.setup.worst_slack_ps: 120
  finalHoldViolations: 0
  skew_ps: 7.83
  finalClockPeriodUsage_pct: 92.0
  maxSlewViolCount: 0
  fin_setup_tns_ps: 0
  tightest_slew_ps: 231
  max_slew_margin_pct: 84.6
flow_run:
  log.warning_count: 25
  cap_violations: 0
logic_synthesis:
  yosys-stat-cells: 71
  synth_cell_types: 10
  numSynthFlops: 32
  ys_area_um2: 882
  top_area_share_pct: 72.6
  syn-mean-instance-area_um2: 12.4
  syn_area_um2: 882
  synth_warnings: 1
  ys_seq_share_pct: 72.6
  largest_area_cell: "dfxtp_1"
  synthTopCellsByArea: "dfxtp_1 (73%), ha_1 (5.7%), a21oi_1 (4.5%)"
  syn_inst: 71
layout:
  final_cell_count_no_fill: 197
  drive_above_1_share_pct: 8.42
  fin_util_pct: 16.8
  areaGrowthSynthToFinish_pct: 46.9
placement:
  portBuffers: 16
  post-place-ws_ps: 430
  dp_cells: 189
  gp_congestion: 0.662
  dpl.hpwl_um: 997
power_and_ir_drop:
  powerDensity_nw_per_um2: 1340
  peakVddDrop_uv: 311
  power.leakage_nw: 0.450
grt:
  grtUsageTotal_pct: 2.50
  antenna_found_initial: 0
  grt_max_degree: 11
  grt_pass1_wl_um: 2320
  gr-total-overflow: 0
  grt_pass1_vias: 482
[cells in the final DEF (no fill, tap or decap)]
cell type,count
xor2_1,1
a21oi_1,8
inv_1,8
ha_1,4
clkbuf_8,7
o21ai_0,4
nand3b_1,4
bufinv_16,1
o21a_1,4
xnor2_1,2
nor2_1,4
clkdlybuf4s50_1,16
dfxtp_1,32
[metal layers]
metal	up-vias	GRT usage, %
met5	-	0
met4	0	0.565
met3	2	1.61
met2	17	3.56
met1	202	3.12
li1	281	-
[cells by family (layout without fill, tap and decap cells)]
family,Yosys count,in the layout,share of synthesized area [%]
DFF,32,32,72.6
AOI/OAI and AO/OA,16,16,10.2
and+or+nand+nor,8,8,5.11
buffers and inverters,8,32,3.40
adders and majority gates,4,4,5.67
xor gates and xnor gates,3,3,2.98
[worst paths after layout]
path | startpoint | slack [ps] | endpoint
worst max-delay path | rand_four[0] | 120 | rand_four[0]
worst min-delay path | random[0] | 360 | random[1]
worst max register to register | random[13] | 520 | rand_four[2]
worst min register to register | random[0] | 360 | random[1]
[area by class of cell]
type                       instances  area (um2)
fill                             833        6430
timing repair buffer              16         160
inverter                           8        30.0
clock inverter                     1        30.0
tap                              102         128
sequential                        32         641
multi-input combinational         31         211
clock buffer                       7        96.3
[cell usage after synthesis]
library cell  instances
a21oi_1               8
dfxtp_1              32
ha_1                  4
inv_1                 8
nand3b_1              4
nor2_1                4
o21a_1                4
o21ai_0               4
xnor2_1               2
xor2_1                1
[worst reg2reg max path, cell delays in order, from the launching register on]
cell,delay (ps)
dfxtp_1,420
inv_1,80
ha_1,280
a21oi_1,130
[flip-flops by register name, summed over array words and instances (netlist names)]
register    flops
rand_two        4
random         16
rand_three      4
rand_one        4
rand_four       4
[per-stage QoR]
step | cell area, um2 | power, mW
final | 1300 | 1.74
after global routing | 1300 | 1.83
after CTS | 1300 | 1.79
after detailed placement | 1170 | 0.869
after global placement | 1170 | 0.869
after floorplan | 882 | 0.869
[power breakdown]
group	switching, mW	internal [mW]	leakage [nW]
Sequential	0	0.849	0.258
Combinational	0	0	0.128
Clock	0.304	0.586	0.0645
Total	0.304	1.44	0.450
Power figures rest on the tool's default switching activity, not on a simulated workload.
