## ./design.v

```verilog
`timescale 1ns / 1ps
module clock_divider(
    input wire clk,
    output reg one_hz_clk = 0,
    output reg fast_clk = 0
);
    reg [27:0] counter1 = 0;
    reg [18:0] counterFast = 0;
    always @(posedge clk) begin
        if (counter1 >= 100_000_000 - 1) begin
            counter1 <= 0;
            one_hz_clk <= 1;
        end else begin
            counter1 <= counter1 + 1;
            one_hz_clk <= 0;
        end
    end
    always @(posedge clk) begin
        if (counterFast >= 5_000 - 1) begin
            counterFast <= 0;
            fast_clk <= ~fast_clk;
        end else begin
            counterFast <= counterFast + 1;
        end
    end
endmodule
```

## ./run.sh

```bash
#!/bin/bash
# OpenROAD 26Q1-2900-gdf79404cd8, Yosys 0.63+post, stock flow scripts
make -C /OpenROAD-flow-scripts/flow DESIGN_CONFIG=/design/flow/config.mk WORK_HOME=/design/flow/orfs finish
```

## ./config.mk

```make
export PLATFORM = sky130hd
export DESIGN_NAME = clock_divider
export DESIGN_NICKNAME = clock_divider
export VERILOG_FILES = /design/flow/design.v
export SDC_FILE = /design/flow/constraint.sdc
export NUM_CORES = 4
export LEC_CHECK = 1
export CORE_AREA = 10 10 111 111
export DIE_AREA = 0 0 121 121
```

## ./constraint.sdc

```tcl
current_design clock_divider

set clk_period 4.7
set clk_io_pct 0.2

create_clock -name clk0 -period $clk_period [get_ports {clk}]

set non_clock_inputs [all_inputs -no_clocks]
set_input_delay [expr $clk_period * $clk_io_pct] -clock clk0 $non_clock_inputs
set_output_delay [expr $clk_period * $clk_io_pct] -clock clk0 [all_outputs]
```

==> GITHUB_STEP_SUMMARY <==
### Metrics collected by this job

| Metric | Value |
|---|---|
| Status | `finished clean` |
| CTS Buf Count | `5` |
| Core box area | `9860 um2` |
| Largest net degree at the start of global routing | `28` |
| Final period util | `47.0%` |
| Clk root buf | `clkbuf_8` |
| CP Capture Type | `flip-flop` |
| Die ar. | `14600 um2` |
| Flops & latches, synth | `between 40 and 50` |
| Flop pwr share | `between 60% and 70%` |
| Post-Syn Area | `around 2100 um2` |
| Critical path class | `flip-flop to flip-flop` |
| CP peak stage delay | `between 600 and 700 ps` |
| Synth unique cells | `32` |
| Cells after DPL | `between 300 and 400` |
| Fp_density | `approximately a fifth` |
| Arr. time, crit path | `between 2000 and 2500 ps` |
| Port Buffers | `2` |
| Clock transition at the registers of the reported paths | `80 ps` |
| Worst Hold Class | `flip-flop to flip-flop` |
| Crit Reg-Reg Startpoint | `counter1[0]` |
| HP Start | `counterFast[0]` |
| Comb power frac | `roughly 4.7%` |
| Diode count | `0` |
| Reg2reg path depth | `6` |
| Yosys stat cell total | `between 200 and 250` |
| Mapped Cells | `approximately 220` |
| Switch Pwr | `around 0.15 mW` |
| Worst-path maximum fanout | `27` |
| Slew HR | `49.3%` |
| Worst Tran Pin Value | `about 760 ps` |
| Setup bufs post-CTS | `0` |
| Area reported by Yosys stat | `~2100 um2` |
| DRC viols | `0` |
| Max-slew violation count | `0` |
| Top Ports | `3` |
| CTS tree | `done` |
| Syn_area_per_cell | `approximately 9.4 um2` |
| Sink Count | `a little under 50` |
| GRT Total Usage | `under 10%` |
| R2r setup slk | `around 2500 ps` |
| Std-Cell Rows | `36` |
| Die Ht | `~120 um` |
| Reg-to-Reg End | `counter1[22]` |
| Setup TNS Final | `0 ps` |
| Leak pwr | `slightly below 0.8 nW` |
| Share of cells above drive strength 1 | `between 8 and 9%` |
| CTS Hold Bufs | `0` |
| Crit-path cells | `ha_1, nand4_1, nor2_1, o21ai_1, a31oi_4, nor2_1` |
| VDD IR max | `between 0.1 and 0.15 mV` |
| H-tree Lvls | `2` |
| Syn. warnings | `1` |
| Int Power | `about 0.57 mW` |
| Gates resized, CTS repair | `0` |
| Largest delay share family, worst path | `AND-OR/OR-AND gates` |
| Synth-to-layout area growth | `12.4%` |
| Sw Share | `approximately a fifth` |
| Vias in the first global route | `between 1000 and 1500` |
| RSZ-0062 raised after global routing | `false` |
| Worst Setup Start Kind | `flip-flop` |
| Tool Warnings | `25` |
| Buf+Inv Stages, Crit Path | `0` |
| DR vias/cell | `3.85` |
| Final-layout fill cell count | `1051` |
| First-pass GRT wire length | `between 5000 and 6000 um` |
| Hold Vio Cnt, Final | `0` |
| Initial antenna violation count | `0` |
| Pre-CTS setup slack | `between 2000 and 2500 ps` |
| Min-Delay Endpoint | `counterFast[0]` |
| Slowest-stage cell, CP | `a31oi_4` |
| Clock power share | `33.0%` |
| Worst-Skew Late Latency | `approximately 290 ps` |
| Setup WS post-layout | `roughly 2500 ps` |
| Routed length per instance | `roughly 8.5 um` |
| Power per cell area | `slightly above 300 nW/um2` |
| Die W | `about 120 um` |
| Synth Seq Share | `between 40% and 50%` |
| Crit path top cell by count | `nor2_1` |
| Crit path DRT | `between 4000 and 5000 ps` |
| Skew final | `about 6.4 ps` |
| Number of max-cap violations | `0` |
| Worst hold path depth | `1` |
| Final ANT Viol Nets | `0` |
| Via count | `1412` |
| Final setup violation count | `0` |
| HPWL after detailed placement | `approximately 2200 um` |
| Grt ovf | `0` |
| Max Freq | `about 450 MHz` |
| Post-Layout Cell Count | `about 370` |
| Crit path time final | `about 2200 ps` |
| DRT iter0 DRCs | `62` |
| DRT Pass-1 Iters | `4` |
| Clk buf depth | `2` |
| Hold WS | `between 400 and 500 ps` |
| WL final | `around 3100 um` |
| GP Congestion | `roughly 0.8` |
metrics by stage:
| step | utilization [%] | power (mW) | area [um2] |
|---|---|---|---|
| global placement | 22.9 | 0.493 | 2260 |
| global route | 23.8 | 0.762 | 2340 |
| detailed placement | 22.9 | 0.494 | 2260 |
| CTS | 23.8 | 0.738 | 2340 |
| floorplan | - | 0.484 | 2110 |
| finish | 23.8 | 0.721 | 2340 |
synthesized netlist by cell type:
cell,instances,area [um2]
and3_1,3,18.8
nand3_1,17,85.1
or2_2,1,6.26
o21ai_0,2,10.0
edfxtp_1,1,30.0
nand2_1,18,67.6
or4b_1,1,10.0
o21ai_1,1,5.00
or3_1,1,6.26
nor3_1,4,20.0
nor2b_1,1,6.26
nand4_2,1,12.5
nor2_2,3,18.8
nor4_4,3,63.8
a31oi_4,1,21.3
inv_1,5,18.8
or4_4,1,11.3
a21oi_1,3,15.0
or4_1,3,22.5
nor4_1,4,25.0
o21bai_1,1,7.51
nand4_1,5,31.3
dfxtp_1,48,961
xnor2_1,20,175
nor2_1,48,180
clkbuf_1,1,3.75
and4_1,1,8.76
buf_6,3,33.8
ha_1,2,25.0
conb_1,1,3.75
xor2_1,15,131
nor4_2,4,50.1
registers in the layout, indices dropped and copies added, names as in the netlist:
| register | count |
|---|---|
| counter1 | 28 |
| one_hz_clk | 1 |
| fast_clk | 1 |
| counterFast | 19 |
layout make-up:
| cell class | count | area (um2) | share of cell area (%) |
|---|---|---|---|
| Timing Repair Buffer | 2 | 20.0 | 0.854 |
| Inverter | 5 | 18.8 | 0.801 |
| Tap cell | 133 | 166 | 7.10 |
| Clock buffer | 7 | 86.3 | 3.68 |
| Sequential cell | 49 | 991 | 42.3 |
| Multi-Input combinational cell | 171 | 1060 | 45.3 |
per-layer routing:
| metal | share of wire, % | track usage [%] | up-vias | wire length, um |
|---|---|---|---|---|
| li1 | - | - | 762 | - |
| met1 | 53 | 6.43 | 630 | 1660 |
| met2 | 41 | 6.94 | 20 | 1290 |
| met3 | 6.2 | 1.32 | 0 | 193 |
| met4 | 0 | 0.377 | 0 | 0 |
| met5 | 0 | 0 | - | 0 |
kinds of logic after synthesis:
family / Yosys count / synth area share, %
simple gates: 119 / 30.9
buf+inv: 9 / 2.70
flops: 49 / 47.5
xor+xnor: 35 / 14.7
compound gates: 8 / 2.82
other cells: 1 / 0.180
fa+ha+maj: 2 / 1.20
cells in the final DEF (no fill, tap or decap), types with 2 or more instances in the layout:
cell and instances:
nor4_2 4, nor2_1 48, clkdlybuf4s50_1 2, dfxtp_1 48
ha_1 2, o21ai_0 2, and3_1 3, clkbuf_8 6
inv_1 5, nand4_1 5, a21oi_1 3, nand2_1 18
conb_1 7, nor4_4 3, nand3_1 17, nor3_1 4
xnor2_1 20, xor2_1 15, nor4_1 4, nor2_2 3
or4_1 3
how the worst max path moves through the flow:
stage          startpoint            to  slack [ps]  depth (start not counted)
finish        counter1[0]  counter1[22]        2490                          6
CTS           counter1[0]  counter1[22]        2460                          6
global route  counter1[0]  counter1[22]        2220                          6
power groups by stage:
stage	Clock (mW)	Sequential, mW	Combinational [mW]
after CTS	0.253	0.450	0.0346
final	0.238	0.449	0.0336
after global routing	0.270	0.452	0.0402
No activity file was given, so power comes from the tool's default toggle rates.
